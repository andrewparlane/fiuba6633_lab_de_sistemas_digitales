==> config.mk <==
export PLATFORM = sky130hd
export DESIGN_NAME = micro
export DESIGN_NICKNAME = micro
export VERILOG_FILES = /design/flow/design.v
export SDC_FILE = /design/flow/constraint.sdc
export NUM_CORES = 4
export LEC_CHECK = 1
export CORE_UTILIZATION = 50
export SYNTH_HDL_FRONTEND = slang
==> constraint.sdc <==
current_design micro

set clk_period 1.4
set clk_io_pct 0.2

create_clock -name clk0 -period $clk_period [get_ports {_iClk}]

set non_clock_inputs [all_inputs -no_clocks]
set_input_delay [expr $clk_period * $clk_io_pct] -clock clk0 $non_clock_inputs
set_output_delay [expr $clk_period * $clk_io_pct] -clock clk0 [all_outputs]
==> design.v <==
package cpu_pkg;
    localparam [1:0] OP_TYPE_MEM    = 'h0;
    localparam [1:0] OP_TYPE_ARITH  = 'h1;
    localparam [1:0] OP_TYPE_LOGIC  = 'h2;
    localparam [1:0] OP_TYPE_JUMP   = 'h3;
    localparam [7:0] OP_LOAD    = 'h00;
    localparam [7:0] OP_STORE   = 'h01;
    localparam [7:0] OP_LOADI   = 'h02;
    localparam [7:0] OP_STOREI  = 'h03;
    localparam [7:0] OP_ADD     = 'h40;
    localparam [7:0] OP_SUB     = 'h41;
    localparam [7:0] OP_ADDC    = 'h42;
    localparam [7:0] OP_SUBC    = 'h43;
    localparam [7:0] OP_ADDI    = 'h44;
    localparam [7:0] OP_SUBI    = 'h45;
    localparam [7:0] OP_ADDIC   = 'h46;
    localparam [7:0] OP_SUBIC   = 'h47;
    localparam [7:0] OP_NOR     = 'h80;
    localparam [7:0] OP_NAND    = 'h81;
    localparam [7:0] OP_XOR     = 'h82;
    localparam [7:0] OP_XNOR    = 'h83;
    localparam [7:0] OP_NORI    = 'h84;
    localparam [7:0] OP_NANDI   = 'h85;
    localparam [7:0] OP_XORI    = 'h86;
    localparam [7:0] OP_XNORI   = 'h87;
    localparam [7:0] OP_JUMP    = 'hC0;
    localparam [7:0] OP_JZ      = 'hC1;
    localparam [7:0] OP_JC      = 'hC2;
    localparam [7:0] OP_JN      = 'hC3;
    typedef enum logic [3:0]
    {
        Operation_LOAD = 'd0,
        Operation_STORE,
        Operation_ADD,
        Operation_SUB,
        Operation_NOR,
        Operation_NAND,
        Operation_XOR,
        Operation_XNOR,
        Operation_JUMP,
        Operation_JZ,
        Operation_JC,
        Operation_JN     
    } Operation;
endpackage
import cpu_pkg::*;
module alu
(
    input logic [7:0]   _iA,     
    input logic [7:0]   _iB,     
    input logic         _iC,     
    input Operation     _iOp,
    output logic [7:0]  _oResult,
    output logic        _oFlagCarry,
    output logic        _oFlagZero,
    output logic        _oFlagNeg
);
    logic [8:0] tmp;
    always_comb begin
        case (_iOp)
            Operation_ADD: begin
                tmp = _iA + _iB + _iC;
            end
            Operation_SUB: begin
                tmp = _iA - _iB - _iC;
            end
            Operation_NOR: begin
                tmp = {1'b0, ~(_iA | _iB)};
            end
            Operation_NAND: begin
                tmp = {1'b0, ~(_iA & _iB)};
            end
            Operation_XOR: begin
                tmp = {1'b0, (_iA ^ _iB)};
            end
            Operation_XNOR: begin
                tmp = {1'b0, ~(_iA ^ _iB)};
            end
            default: begin
                tmp = 0;
            end
        endcase
        _oResult     = tmp[7:0];
        _oFlagCarry  = tmp[8];
        _oFlagNeg    = tmp[7];
        _oFlagZero   = (tmp[7:0] == 0);
    end
endmodule
import cpu_pkg::*;
module decode
(
    input logic [7:0]   _iInst,
    output Operation    _oDecodeOp,
    output logic        _oDecodeValid,
    output logic        _oDecodeImm,
    output logic        _oDecodeCarry,
    output logic        _oDecodeALU
);
    always_comb begin
        _oDecodeValid = 1;
        case (_iInst)
            OP_LOAD, OP_LOADI:                  _oDecodeOp = Operation_LOAD;
            OP_STORE, OP_STOREI:                _oDecodeOp = Operation_STORE;
            OP_ADD, OP_ADDC, OP_ADDI, OP_ADDIC: _oDecodeOp = Operation_ADD;
            OP_SUB, OP_SUBC, OP_SUBI, OP_SUBIC: _oDecodeOp = Operation_SUB;
            OP_NOR, OP_NORI:                    _oDecodeOp = Operation_NOR;
            OP_NAND, OP_NANDI:                  _oDecodeOp = Operation_NAND;
            OP_XOR, OP_XORI:                    _oDecodeOp = Operation_XOR;
            OP_XNOR, OP_XNORI:                  _oDecodeOp = Operation_XNOR;
            OP_JUMP:                            _oDecodeOp = Operation_JUMP;
            OP_JZ:                              _oDecodeOp = Operation_JZ;
            OP_JC:                              _oDecodeOp = Operation_JC;
            OP_JN:                              _oDecodeOp = Operation_JN;
            default: begin
                _oDecodeOp = Operation_NOR;
                _oDecodeValid = 0;
            end
        endcase
        _oDecodeALU = (_iInst[7:6] == OP_TYPE_ARITH) ||
                      (_iInst[7:6] == OP_TYPE_LOGIC);
        case (_iInst)
            OP_LOADI, OP_STOREI,
            OP_ADDI, OP_SUBI, OP_ADDIC, OP_SUBIC,
            OP_NORI, OP_NANDI, OP_XORI, OP_XNORI:   _oDecodeImm = 1;
            default:                                _oDecodeImm = 0;
        endcase
        case (_iInst)
            OP_ADDC, OP_SUBC,
            OP_ADDIC, OP_SUBIC:     _oDecodeCarry = 1;
            default:                _oDecodeCarry = 0;
        endcase
    end
endmodule
module reset_sync
(
    input logic         _iClk,
    input logic         _iReset,
    output logic        _oReset
);
    logic tmp;
    always_ff @(posedge _iClk, posedge _iReset) begin
        if (_iReset) begin
            tmp <= 1;
            _oReset <= 1;
        end
        else begin
            tmp <= 0;
            _oReset <= tmp;
        end
    end
endmodule
import cpu_pkg::*;
module micro
(
    input logic         _iClk,
    input logic         _iReset,
    input  logic [7:0]  _iInstMemData,
    output logic [7:0]  _oInstMemAddr,
    input  logic [7:0]  _iDataMemRData,
    output logic [7:0]  _oDataMemAddr,
    output logic [7:0]  _oDataMemWData,
    output logic        _oDataMemWrite
);
    typedef enum logic [1:0]
    {
        State_IF = 'd0,      
        State_AFD,           
        State_MEM,           
        State_EXWB           
    } State;
    logic rst;
    logic [7:0] aluArgB;
    logic       aluArgC;     
    logic [7:0] aluRes;
    logic       aluFlagCarry;
    logic       aluFlagZero;
    logic       aluFlagNeg;
    logic [7:0] pc;
    logic [7:0] inst;
    logic [7:0] arg;
    logic [7:0] mem;
    logic [7:0] accumulator;
    logic       flagCarry;
    logic       flagZero;
    logic       flagNeg;
    State       state;
    Operation   decodeOp;
    logic       decodeValid;
    logic       decodeImm;
    logic       decodeCarry;
    logic       decodeALU;
    reset_sync resetSync
    (
        ._iClk          (_iClk),
        ._iReset        (_iReset),
        ._oReset        (rst)
    );
    decode decodeInst
    (
        ._iInst         (inst),
        ._oDecodeOp     (decodeOp),
        ._oDecodeValid  (decodeValid),
        ._oDecodeImm    (decodeImm),
        ._oDecodeCarry  (decodeCarry),
        ._oDecodeALU    (decodeALU)
    );
    always_ff @(posedge _iClk, posedge rst) begin
        if (rst) begin
            pc          <= 0;
            inst        <= 0;
            arg         <= 0;
            mem         <= 0;
            accumulator <= 0;
            flagCarry   <= 0;
            flagZero    <= 1;  
            flagNeg     <= 0;
            state       <= State_IF;
            _oInstMemAddr   <= 0;
            _oDataMemAddr   <= 0;
            _oDataMemWData  <= 0;
            _oDataMemWrite  <= 0;
        end
        else begin
            _oDataMemWrite <= 0;
            case (state)
                State_IF: begin
                    inst <= _iInstMemData;
                    _oInstMemAddr <= pc | 1'h1;
                    state <= State_AFD;
                end
                State_AFD: begin
                    arg <= _iInstMemData;
                    _oDataMemAddr <= _iInstMemData;
                    pc <= pc + 2'd2;
                    state <= State_MEM;
                end
                State_MEM: begin
                    mem <= _iDataMemRData;
                    if ((decodeOp == Operation_JUMP) ||
                        ((decodeOp == Operation_JZ) && flagZero) ||
                        ((decodeOp == Operation_JC) && flagCarry) ||
                        ((decodeOp == Operation_JN) && flagNeg)) begin
                        pc <= pc + arg;
                    end
                    if (decodeOp == Operation_STORE) begin
                        if (decodeImm) begin
                            _oDataMemAddr <= accumulator;
                            _oDataMemWData <= arg;
                        end
                        else begin
                            _oDataMemAddr <= arg;
                            _oDataMemWData <= accumulator;
                        end
                    end
                    state <= State_EXWB;
                end
                State_EXWB: begin
                    if (decodeOp == Operation_STORE) begin
                        _oDataMemWrite <= 1;
                    end
                    if (decodeOp == Operation_LOAD) begin
                        if (decodeImm) begin
                            accumulator <= arg;
                        end
                        else begin
                            accumulator <= mem;
                        end
                    end
                    else if (decodeALU && decodeValid) begin
                        accumulator <= aluRes;
                        flagCarry   <= aluFlagCarry;
                        flagZero    <= aluFlagZero;
                        flagNeg     <= aluFlagNeg;
                    end
                    _oInstMemAddr <= pc;
                    state <= State_IF;
                end
            endcase
        end
    end
    assign aluArgB = decodeImm   ? arg          : mem;
    assign aluArgC = decodeCarry ? flagCarry    : 0;
    alu aluInst
    (
        ._iA            (accumulator),
        ._iB            (aluArgB),
        ._iC            (aluArgC),
        ._iOp           (decodeOp),
        ._oResult       (aluRes),
        ._oFlagCarry    (aluFlagCarry),
        ._oFlagZero     (aluFlagZero),
        ._oFlagNeg      (aluFlagNeg)
    );
endmodule
==> run.sh <==
#!/bin/bash
# OpenROAD 26Q1-2900-gdf79404cd8, Yosys 0.63+post, stock flow scripts
make -C /OpenROAD-flow-scripts/flow DESIGN_CONFIG=/design/flow/config.mk WORK_HOME=/design/flow/orfs finish
==> reports/metrics.cfg <==
[floorplan]
chipArea_mm2 = 0.0108
rows = 36
ioPinCount = 43
core_mm2 = 0.00991
fp.dieH_um = 104
die_x_um = 104
fp_util_pct = 52.2

[synthesis]
yosys_area_mm2 = 0.00517
async_flop_share_pct = 100
yosysUniqueCellTypes = 78
ys_sh_simple_pct = 14.3
synth.cellmix.xorXnorShare_pct = 2.88
syn_area_mm2 = 0.00517
compound_area_share_pct = 17.5
synthCells = 537
yosys.area_share.adder_pct = 11.7
synth_sequential_area_ratio_pct = 35.9
yosys_most_used_dff = dfrtp_1
ys_top_logic_family = AND-OR/OR-AND gates
ys_cells = 537
ys.flops = 74
yosysWarningCount = 0
syn_avg_cell_area_um2 = 9.64
ys_sh_mux_pct = 13.1
edf_count = 0

[finish]
fin_cells = 911
layout_top_cell = buf_4
area_growth_syn_to_layout_pct = 59.1
drive_above_1_share_pct = 47.9
layout_top_cells = buf_4 (180), dfrtp_1 (69), nor2_1 (42)
fin_area_mm2 = 0.00823

[pwr]
peakVddDrop_mv = 0.912
switchingPower_w = 0.000903
seq_power_share_pct = 49.8
leakage_nw = 3.98
intPower_w = 0.00340
p_comb_share_pct = 3.5
power_density_mw_per_mm2 = 523
p_clk_share_pct = 46.7
swShare_pct = 21.0

[routing]
drc = 0
drtIter0Drc = 226
viasPerCell = 5.69
ant_nets = 0
wl_per_cell_um = 18.9
wl_mm = 17.2
first_pass_iters = 5
antenna_cells = 0
vias = 5184

[setup_path]
r2r_start = inst[6]$_DFFE_PP0P_
path_buffers = 3
cp.arrival_ns = 3.93
path_delay_family = AND-OR/OR-AND gates
cp-end-kind = register
critPathLaunchType = register
critPathSlowestCell = dfrtp_2
cp-startpoint = inst[6]$_DFFE_PP0P_
setup.worst_path.class = reg2reg
cp_cell_sequence = inv_4, ha_4, nand3b_1, a21o_4, mux2_4, xnor2_2, ha_2, a21o_1, inv_2, fa_2, xnor2_1, a221oi_2, o31ai_4, nor4_1, buf_4, nand4_1, o41ai_2
cp.required_ns = 1.66
max_stage_delay_ns = 0.46
cp_max_fo = 3
rrSetupSlack_ns = -2.27

[timing]
setup_viol = 36
hold_ws_ns = 0.233
final_hold_viol_count = 0
clock_skew_ns = 0.00950
fin_crit_ns = 3.67
max_freq_mhz = 272
rsz0062_at_grt = yes
period_used_pct = 262
post-route-worst-setup-slack_ns = -2.27
slew_viol_final = 0

[cts]
tritoncts = built
clk_latency_ns = 0.35
clk_root_buffer_cell = clkbuf_8
holdBufCountCts = 0
numCtsBuffers = 9
cts_num_sinks = 74
cts_buffer_depth = 2
clk_pin_slew_ns = 0.08
ctsHtreeMaxLevel = 3

[global_route]
grt.overflow.total = 0
grt_pass1_wl_mm = 27.0
met1_usage_pct = 48.3
grt-busiest-layer = met2
met2_usage_pct = 51.1
track_usage_pct = 33.3
grt_pass1_vias = 5232
antenna_found_initial = 0
grt_max_degree = 31
met3_usage_pct = 7.88

[place]
dp_hpwl_mm = 12.3
dp_slack_ns = -2.29
place_inst = 864
gp_congestion = 0.992
io_buffers = 42
place_area_mm2 = 0.00717

[status]
outcome = complete, but fails checks
violations = setup timing

[flow_run]
tool_warnings = 47
drv_cap = 0

[min_path]
hp-class = reg2async

## sequential cells by signal, indices dropped and copies added (netlist names), 4 cells and up
register / count
_oInstMemAddr: 8
_oDataMemAddr: 8
mem: 8
pc: 8
arg: 8
_oDataMemWData: 8
state: 4
inst: 8
accumulator: 8
## area by class of cell
| class | count | area (um2) |
|---|---|---|
| multi-input combinational | 404 | 3770 |
| timing repair buffer | 243 | 2030 |
| sequential | 74 | 1860 |
| fill | 526 | 1680 |
| tap | 133 | 166 |
| inverter | 41 | 165 |
| clock buffer | 10 | 128 |
| clock inverter | 6 | 115 |
## layer usage
metal / vias to the layer above / part of all wire (%)
li1: 2415 / -
met1: 2504 / 44
met2: 223 / 46
met3: 42 / 6.5
met4: 0 / 3.7
met5: - / 0
## stage by stage
| step | util [%] | power [W] | TNS (ns) |
|---|---|---|---|
| after floorplan | - | 0.00223 | -38.29 |
| after CTS | 79.8 | 0.00434 | -43.94 |
| after global placement | 72.4 | 0.00234 | -45.56 |
| after detailed placement | 72.4 | 0.00234 | -47.52 |
| after global routing | 83.1 | 0.00446 | -50.81 |
| final | 83.1 | 0.00431 | -46.80 |
## power by group through the flow
stage                 Combinational (W)  Clock [W]  Sequential (W)
after CTS                      0.000153    0.00205         0.00214
after global routing           0.000165    0.00215         0.00214
final                          0.000151    0.00201         0.00214
## synthesized netlist by cell type, types with 5 or more instances
master	instances	share of area, %
inv_1	40	2.9
clkbuf_1	8	0.58
ha_1	42	10
buf_2	5	0.48
a21oi_1	34	3.3
mux2_2	44	9.6
nand3_1	9	0.87
a21o_1	5	0.73
xor2_1	8	1.4
o21ai_0	24	2.3
dfrtp_1	70	34
mux2i_1	18	3.5
nor3_1	17	1.6
xnor2_1	9	1.5
a31oi_1	10	1.2
nor2_1	45	3.3
nor2b_1	7	0.85
nand2_1	38	2.8
## logic make-up after synthesis
logic type,after synthesis
flops,74
simple gates,147
mux,62
xor+xnor,17
other cells,1
buf+inv,60
fa+ha+maj,46
compound gates,130
## timing repair
item,in CTS,in global routing
cloned,2,0
buffers inserted,18,16
resized,93,51
setup endpoints to repair,61,36
pin swaps,21,35
endpoints found under the hold margin,0,0
## path summary, 6_finish.rpt
path / endpoint / cells past startpoint
max in group asynchronous: state[0]$_DFF_PP1_ / 2
max: flagZero$_DFFE_PP1P_ / 17
max reg2reg: flagZero$_DFFE_PP1P_ / 17
min reg2reg: mem[1]$_DFFE_PP0P_ / 1
min: mem[1]$_DFFE_PP0P_ / 1
min in group clk0: resetSync._oReset$_DFF_PP1_ / 0
Power and IR drop assume default switching activity.
